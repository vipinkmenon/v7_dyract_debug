--- flow/run.sh ---
#!/bin/bash
# OpenROAD 26Q1-2900-gdf79404cd8, Yosys 0.63+post, stock flow scripts
make -C /OpenROAD-flow-scripts/flow DESIGN_CONFIG=/design/flow/config.mk WORK_HOME=/design/flow/orfs finish
--- flow/config.mk ---
export PLATFORM = sky130hd
export DESIGN_NAME = reg_file
export DESIGN_NICKNAME = reg_file
export VERILOG_FILES = /design/flow/design.v
export SDC_FILE = /design/flow/constraint.sdc
export NUM_CORES = 4
export LEC_CHECK = 1
export CORE_AREA = 10 10 376 376
export DIE_AREA = 0 0 386 386
--- flow/constraint.sdc ---
current_design reg_file

set clk_period 10.6
set clk_io_pct 0.2

create_clock -name clk0 -period $clk_period [get_ports {clk_i}]
create_clock -name clk1 -period $clk_period [get_ports {i_icap_clk}]

set non_clock_inputs [all_inputs -no_clocks]
set_input_delay [expr $clk_period * $clk_io_pct] -clock clk0 $non_clock_inputs
set_output_delay [expr $clk_period * $clk_io_pct] -clock clk0 [all_outputs]
--- flow/design.v ---
module reg_file(
 input                clk_i,                      
 input                rst_n,                      
 input      [9:0]     addr_i,                     
 input      [31:0]    data_i,                     
 input                data_valid_i,               
 output               fpga_reg_wr_ack_o,          
 input                fpga_reg_rd_i,              
 output reg           fpga_reg_rd_ack_o,          
 output reg [31:0]    data_o,                     
 output               o_user_str1_en,             
 input                i_user_str1_done,           
 output               o_user_str1_done_ack,       
 output [31:0]        o_user_str1_dma_addr,       
 output [31:0]        o_user_str1_dma_len,        
 output               user1_sys_strm_en_o,        
 output [31:0]        user1_sys_dma_wr_addr_o,    
 output [31:0]        user1_sys_stream_len_o,     
 input                user1_sys_strm_done_i,      
 output               user1_sys_strm_done_ack_o,  
 output               o_user_str2_en,
 input                i_user_str2_done,
 output               o_user_str2_done_ack,
 output [31:0]        o_user_str2_dma_addr,
 output [31:0]        o_user_str2_dma_len,
 output               user2_sys_strm_en_o,
 output [31:0]        user2_sys_dma_wr_addr_o,   
 output [31:0]        user2_sys_stream_len_o,
 input                user2_sys_strm_done_i,
 output               user2_sys_strm_done_ack_o,
 output               o_user_str3_en,
 input                i_user_str3_done,
 output               o_user_str3_done_ack,
 output [31:0]        o_user_str3_dma_addr,
 output [31:0]        o_user_str3_dma_len,
 output               user3_sys_strm_en_o,
 output [31:0]        user3_sys_dma_wr_addr_o,   
 output [31:0]        user3_sys_stream_len_o,
 input                user3_sys_strm_done_i,
 output               user3_sys_strm_done_ack_o,
 output               o_user_str4_en,
 input                i_user_str4_done,
 output               o_user_str4_done_ack,
 output [31:0]        o_user_str4_dma_addr,
 output [31:0]        o_user_str4_dma_len,
 output               user4_sys_strm_en_o,
 output [31:0]        user4_sys_dma_wr_addr_o,   
 output [31:0]        user4_sys_stream_len_o,
 input                user4_sys_strm_done_i,
 output               user4_sys_strm_done_ack_o,
 input                i_icap_clk,
 output [31:0]        o_conf_addr,
 output [31:0]        o_conf_len,
 output               o_conf_req,
 input                i_config_done,
 output               o_conf_done_ack,
 output reg           user_clk_swch_o,
 output [1:0]         user_clk_sel_o,
 output reg           intr_req_o,                 
 input                intr_req_done_i,            
 input                user_intr_req_i,            
 output               user_intr_ack_o,            
 output               user_reset_o,               
 output               system_soft_reset_o,        
 input                i_pcie_link_stat
 );
 parameter  VER = 32'h00000005;                    
 localparam INTR_IDLE =  'd0,
            WAIT_ACK  =  'd1;
reg [31:0] SCR_PAD;                              
reg [31:0] CTRL_REG;
reg [31:0] STAT_REG;
reg [31:0] USR_CTRL_REG;  
reg [31:0] PC_USER1_DMA_SYS;
reg [31:0] PC_USER1_DMA_LEN;
reg [31:0] USER1_PC_DMA_SYS;
reg [31:0] USER1_PC_DMA_LEN;
reg [31:0] PC_USER2_DMA_SYS;
reg [31:0] PC_USER2_DMA_LEN;
reg [31:0] USER2_PC_DMA_SYS;
reg [31:0] USER2_PC_DMA_LEN;
reg [31:0] PC_USER3_DMA_SYS;
reg [31:0] PC_USER3_DMA_LEN;
reg [31:0] USER3_PC_DMA_SYS;
reg [31:0] USER3_PC_DMA_LEN;
reg [31:0] PC_USER4_DMA_SYS;
reg [31:0] PC_USER4_DMA_LEN;
reg [31:0] USER4_PC_DMA_SYS;
reg [31:0] USER4_PC_DMA_LEN;
reg [31:0] CONF_ADDR;
reg [31:0] CONF_LEN;
reg        fpga_reg_wr_ack;
reg        intr_state;
reg        processor_clr_intr;
wire       intr_pending;
reg        data_valid_p;
wire       data_valid_r;
reg  [1:0] prev_user_clk; 
reg        user_clk_swtch_done; 
reg        user_clk_swch_p; 
reg        user_swtch_clk; 
reg        user_swtch_clk_p; 
assign  system_soft_reset_o       = CTRL_REG[0];
assign  o_user_str1_en            = CTRL_REG[4];
assign  o_user_str1_done_ack      = STAT_REG[4];
assign  o_user_str1_dma_addr      = PC_USER1_DMA_SYS;
assign  o_user_str1_dma_len       = PC_USER1_DMA_LEN;
assign  user1_sys_strm_en_o       = CTRL_REG[5];
assign  user1_sys_strm_done_ack_o = STAT_REG[5];
assign  user1_sys_dma_wr_addr_o   = USER1_PC_DMA_SYS;
assign  user1_sys_stream_len_o    = USER1_PC_DMA_LEN;
assign  o_user_str2_en            = CTRL_REG[8];
assign  o_user_str2_done_ack      = STAT_REG[8];
assign  o_user_str2_dma_addr      = PC_USER2_DMA_SYS;
assign  o_user_str2_dma_len       = PC_USER2_DMA_LEN;
assign  user2_sys_strm_en_o       = CTRL_REG[9];
assign  user2_sys_strm_done_ack_o = STAT_REG[9];
assign  user2_sys_dma_wr_addr_o   = USER2_PC_DMA_SYS;
assign  user2_sys_stream_len_o    = USER2_PC_DMA_LEN;
assign  o_user_str3_en            = CTRL_REG[12];
assign  o_user_str3_done_ack      = STAT_REG[12];
assign  o_user_str3_dma_addr      = PC_USER3_DMA_SYS;
assign  o_user_str3_dma_len       = PC_USER3_DMA_LEN;
assign  user3_sys_strm_en_o       = CTRL_REG[13];
assign  user3_sys_strm_done_ack_o = STAT_REG[13];
assign  user3_sys_dma_wr_addr_o   = USER3_PC_DMA_SYS;
assign  user3_sys_stream_len_o    = USER3_PC_DMA_LEN;
assign  o_user_str4_en            = CTRL_REG[16];
assign  o_user_str4_done_ack      = STAT_REG[16];
assign  o_user_str4_dma_addr      = PC_USER4_DMA_SYS;
assign  o_user_str4_dma_len       = PC_USER4_DMA_LEN;
assign  user4_sys_strm_en_o       = CTRL_REG[17];
assign  user4_sys_strm_done_ack_o = STAT_REG[17];
assign  user4_sys_dma_wr_addr_o   = USER4_PC_DMA_SYS;
assign  user4_sys_stream_len_o    = USER4_PC_DMA_LEN;
assign  user_clk_sel_o           = USR_CTRL_REG[2:1];
assign  o_conf_addr              = CONF_ADDR;
assign  o_conf_len               = CONF_LEN;
assign  o_conf_req               = CTRL_REG[20];
assign  o_conf_done_ack          = STAT_REG[20];
assign  user_reset_o             = USR_CTRL_REG[0];
assign  fpga_reg_wr_ack_o        = fpga_reg_wr_ack;
assign  user_intr_ack_o          = processor_clr_intr & data_i[3];
assign  intr_pending             = |STAT_REG[20:0];
assign  data_valid_r             = data_valid_i & ~data_valid_p;
always @(posedge clk_i)
begin
    data_valid_p <= data_valid_i;
end	 
always @(*)
begin
    case(addr_i)
        'h00:begin
            data_o  <=    VER;
        end
        'h04:begin
            data_o  <=    SCR_PAD;
        end
        'h08:begin
            data_o  <=    CTRL_REG;
        end  
        'h10:begin
            data_o  <=    STAT_REG;
        end
        'h18:begin
            data_o  <=    USR_CTRL_REG;
        end   
        default:begin
            data_o  <=    0;
        end
    endcase
end
always @(posedge clk_i)
begin
    fpga_reg_wr_ack              <=   1'b0;  
    if(data_valid_r)
    begin
        fpga_reg_wr_ack   <=   1'b1;
        case(addr_i)
            'h04:begin
                SCR_PAD  <=   data_i;
            end
            'h18:begin
                USR_CTRL_REG      <=   data_i;
            end
            'h60:begin
                PC_USER1_DMA_SYS   <=   data_i;
            end
            'h64:begin
                PC_USER1_DMA_LEN  <=   data_i;
            end
            'h68:begin
                USER1_PC_DMA_SYS  <= data_i;
            end
            'h6C:begin
                USER1_PC_DMA_LEN  <= data_i;
            end
            'h80:begin
                PC_USER2_DMA_SYS   <=   data_i;
            end
            'h84:begin
                PC_USER2_DMA_LEN  <=   data_i;
            end
            'h88:begin
                USER2_PC_DMA_SYS  <= data_i;
            end  
            'h8C:begin
                USER2_PC_DMA_LEN  <= data_i;
            end
            'hA0:begin
                PC_USER3_DMA_SYS   <=   data_i;
            end
            'hA4:begin
                PC_USER3_DMA_LEN  <=   data_i;
            end
            'hA8:begin
                USER3_PC_DMA_SYS  <= data_i;
            end  
            'hAC:begin
                USER3_PC_DMA_LEN  <= data_i;
            end
            'hC0:begin
                PC_USER4_DMA_SYS   <=   data_i;
            end
            'hC4:begin
                PC_USER4_DMA_LEN  <=   data_i;
            end
            'hC8:begin
                USER4_PC_DMA_SYS  <= data_i;
            end  
            'hCC:begin
                USER4_PC_DMA_LEN  <= data_i;
            end
            'h50:begin
                CONF_ADDR  <=  data_i;
            end    
            'h54:begin
                CONF_LEN  <=  data_i;
            end
            default:begin
                fpga_reg_wr_ack   <=   1'b1;				
            end				
        endcase
    end
end
always @(posedge clk_i)
begin
    if(fpga_reg_rd_i)
        fpga_reg_rd_ack_o    <=   1'b1;
    else 
        fpga_reg_rd_ack_o    <=   1'b0;
end
always @(posedge clk_i)
begin
    if(!system_soft_reset_o)
	 begin
	   CTRL_REG[31:1]  <=  31'b0;
	 end
	 else
	 begin
		if(data_valid_r & (addr_i == 'h08))
		begin
        CTRL_REG[31:1] <=    CTRL_REG[31:1]|data_i[31:1];    
		end
		else
		begin            
        if(i_user_str1_done)
            CTRL_REG[4] <=    1'b0; 
        if(user1_sys_strm_done_i) 
            CTRL_REG[5] <=    1'b0;  
        if(i_user_str2_done)
            CTRL_REG[8] <=    1'b0; 
        if(user2_sys_strm_done_i) 
            CTRL_REG[9] <=    1'b0; 
        if(i_user_str3_done)
            CTRL_REG[12] <=    1'b0; 
        if(user3_sys_strm_done_i) 
            CTRL_REG[13] <=    1'b0;
        if(i_user_str4_done)
            CTRL_REG[16] <=    1'b0; 
        if(user4_sys_strm_done_i) 
            CTRL_REG[17] <=    1'b0; 
        if(i_config_done)
            CTRL_REG[20] <=    1'b0;            
		end 
	 end	
end
always @(posedge clk_i)
begin
    if(data_valid_r & (addr_i == 'h08))
    begin
	   CTRL_REG[0]    <=    data_i[0];
	 end
end
initial
begin
    STAT_REG             <= 0;
	 CTRL_REG[0]          <= 1'b1;
    processor_clr_intr   <= 1'b0;
end
always @(posedge clk_i)
begin
    if(!system_soft_reset_o)
	 begin
	   STAT_REG  <=  0;
	 end
	 else
	 begin
		processor_clr_intr   <= 1'b0;
		STAT_REG[29]         <= i_pcie_link_stat;
		if(data_valid_r & (addr_i == 'h10))
		begin
        STAT_REG[20:0]     <=   STAT_REG[20:0]^data_i[20:0];
        processor_clr_intr <=   1'b1;
		end
		else
		begin
        if(user_intr_req_i & ~user_intr_ack_o)
            STAT_REG[3] <=    1'b1;
        if(i_user_str1_done)
            STAT_REG[4] <=    1'b1; 
        if(user1_sys_strm_done_i) 
             STAT_REG[5] <=    1'b1; 
        if(i_user_str2_done)
            STAT_REG[8] <=    1'b1; 
        if(user2_sys_strm_done_i) 
            STAT_REG[9] <=    1'b1; 
        if(i_user_str3_done)
            STAT_REG[12] <=    1'b1; 
        if(user3_sys_strm_done_i)
             STAT_REG[13] <=   1'b1; 
        if(i_user_str4_done)
            STAT_REG[16] <=    1'b1; 
        if(user4_sys_strm_done_i) 
            STAT_REG[17] <=    1'b1; 
        if(i_config_done)
            STAT_REG[20] <=    1'b1;             
		end
	 end	
end
always @(posedge clk_i)
begin
    if(prev_user_clk != USR_CTRL_REG[2:1])
	     user_swtch_clk  <=  1'b1;
	 else if(user_clk_swtch_done)
	     user_swtch_clk  <=  1'b0;
	prev_user_clk   <=  USR_CTRL_REG[2:1];
	user_clk_swch_p <=  user_clk_swch_o;
	user_clk_swtch_done <=  user_clk_swch_p;
end
always @(posedge i_icap_clk)
begin
    user_swtch_clk_p  <=  user_swtch_clk;
    user_clk_swch_o   <=  user_swtch_clk_p;
end
initial
begin
    intr_state  <=  INTR_IDLE;
    intr_req_o  <=  1'b0;
end
always @(posedge clk_i)
begin
	case(intr_state)
	    INTR_IDLE:begin
		    if(intr_pending)
			 begin
			     intr_req_o   <=   1'b1;
				  intr_state   <=  WAIT_ACK;
			 end
		end
		WAIT_ACK:begin
		    if(intr_req_done_i)
			     intr_req_o   <=   1'b0;
			 if(processor_clr_intr)
              intr_state    <=    INTR_IDLE;					 
		end
	endcase
end
endmodule
==> results.txt <==
run metrics: status complete, no violations, Crit. Startpoint addr_i[6], Die W about 390 microns, crit path capture data_o[27], hold_ws 0.343 ns, worst r2r src data_valid_p, Leakage around 11 nW, fill count between 10000 and 15000, hold crit path type reg -> reg, Syn Area/Cell between 20 and 25 sq um, RSZ-0062 raised after global routing no, first-pass GRT wire length ~120000 microns, area added between synthesis and finish 54.1%, Placer Congestion 0.788, Post-synth seq share 91.1%, logic gate share of total power under 10%, dpl hpwl between 60000 and 70000 microns, largest net degree at the start of global routing 33, Pre-Place Util between 15 and 20%, Routed wire per std cell about 25 microns, number of enable flip-flop cells 643, critical path data required time roughly 8.5 ns, Final WS setup 3.21 ns, final WL around 93000 microns, GRT Overall Usage 12.4%, Initial DRT Pass Iterations 5, grt ovf 0, final hold violations 0, Crit Reg-Reg Endpoint USER2_PC_DMA_LEN[20], Worst EP arrival 5.27 ns, pre-CTS WS between 3 and 4 ns, die height around 390 microns, Clk pwr share 45.0%, Sw Share 20.3%, CTS tree yes, Worst-path clk slew 0.06 ns, synthesized area between 20000 and 25000 sq um, Worst slew margin between 40% and 50%, YS warnings 1, post-detailed-route count of antenna-violating nets 0, drt via density around 3.6, Netlist cell types between 40 and 50, synthesis-stage register bit count around 710, core footprint about 130000 sq um, Worst Tran Pin Value ~0.84 ns, maximum VDD drop 0.145 mV, Final Max Slew Viols 0, critical path type in -> out, clk sinks around 710, power per cell area ~160 nW/um^2, routed via count 13300, # DRC 0, I/O Pins just under 700, vias in the first global route approximately 14000, asr flop ratio synth 0%, Tool Warnings 27, max-cap check violation count 0, final setup TNS 0 ns, Gate Count Post-Synth between 1000 and 1500, Yosys Instances ~1000, Flop pwr share 53.1%, 1st-iter DRT viols 765, Chip Area, Yosys about 23000 sq um, startpoint types primary input, clk_skew about 0.017 ns, die area between 100000 and 150000 sq um, capturing element type of the critical path output pin, final-report setup violation count 0, cell internal pwr about 4.6 mW, Net Sw Power around 1.2 mW, main flop type edfxtp_1, num rows 134, IO Port Bufs 691, R2R setup slack roughly 7.6 ns, cells resized by post-CTS repair 0, layout cell share with drive strength beyond 1 around an eighth, Worst R2R Path Depth 5, crit-path max FO 25, initial antenna violation count 15
-- synth_stat cells (2+ instances only) --
cell / count / share of area (%)
buf_2: 10 / 0.22
nor4b_1: 3 / 0.12
and3_1: 4 / 0.11
nand4_1: 13 / 0.36
xor2_1: 11 / 0.43
a221o_1: 10 / 0.44
a22oi_1: 42 / 1.4
a21oi_1: 33 / 0.73
buf_4: 5 / 0.17
clkbuf_1: 14 / 0.23
nor4_1: 6 / 0.17
and2_1: 13 / 0.36
or4_1: 2 / 0.066
inv_1: 14 / 0.23
o21ai_0: 30 / 0.66
nand2_1: 16 / 0.27
nand3b_1: 2 / 0.066
nor3_1: 9 / 0.20
a31oi_1: 6 / 0.17
edfxtp_1: 643 / 85
nand2b_1: 2 / 0.055
nor4_2: 5 / 0.28
mux2_2: 5 / 0.25
a221oi_1: 2 / 0.078
nand3_1: 2 / 0.044
dfxtp_1: 64 / 5.7
nor2b_1: 2 / 0.055
xnor2_1: 2 / 0.078
o21a_1: 5 / 0.17
nor2_1: 53 / 0.88
-- cells by family after synthesis --
logic type	synth area share [%]
multiplexers	0.249
AND-OR/OR-AND	3.70
XOR/XNOR	0.504
buffers and inverters	0.886
flip-flops	91.1
AND/OR/NAND/NOR	3.56
-- cells in the final DEF, fill, tap and decap left out, drive strengths merged --
| master | n |
|---|---|
| nor4b | 4 |
| nor2b | 3 |
| dfxtp | 64 |
| a31o | 1 |
| clkbuf | 100 |
| diode | 20 |
| or2 | 1 |
| or4b | 1 |
| nand4 | 13 |
| nand3 | 3 |
| edfxtp | 643 |
| nand2 | 16 |
| clkinv | 28 |
| xnor2 | 2 |
| clkinvlp | 4 |
| dlygate4sd3 | 1 |
| inv | 20 |
| or3b | 1 |
| nor3 | 10 |
| o21a | 5 |
| nor4 | 12 |
| or4 | 2 |
| a221oi | 2 |
| a221o | 10 |
| nor2 | 54 |
| nand2b | 2 |
| xor2 | 11 |
| clkdlybuf4s50 | 691 |
| or3 | 2 |
| bufinv | 4 |
| mux2 | 5 |
| o21ai | 31 |
| a21oi | 33 |
| and2 | 13 |
| buf | 75 |
| a22oi | 42 |
| and3 | 4 |
| nand3b | 2 |
| a31oi | 6 |
-- power groups by stage --
stage     Combinational [mW]  Clock [mW]  Sequential (mW)
4_1_cts                0.111        2.65             3.04
5_1_grt                0.117        2.75             3.04
6_report               0.109        2.57             3.04
-- metrics by stage --
stage	util [%]	std cells	cell area, sq um	power, mW
5_1_grt	26.1	3689	34800	5.91
3_3_place_gp	24.3	3548	32300	3.21
3_5_place_dp	24.3	3548	32300	3.21
6_report	26.1	3709	34800	5.72
4_1_cts	26.1	3689	34800	5.80
2_1_floorplan	-	1043	22600	3.11
-- final cells by class --
| cell class | instances | area (sq um) | share of cell area [%] |
|---|---|---|---|
| Antenna cell | 20 | 50.0 | 0.144 |
| Tap cell | 1768 | 2210 | 6.35 |
| Sequential cell | 707 | 20600 | 59.1 |
| Timing Repair Buffer | 767 | 7490 | 21.5 |
| Clock buffer | 100 | 2090 | 5.99 |
| Clock inverter | 40 | 340 | 0.977 |
| Multi-Input combinational cell | 291 | 2000 | 5.75 |
| Inverter | 16 | 60.1 | 0.172 |
-- worst min-delay path by stage --
stage                      to  slack, ns            start  cells past startpoint
6_report  user_clk_swtch_done       0.34  user_clk_swch_p                      0
5_1_grt   user_clk_swtch_done       0.35  user_clk_swch_p                      0
4_1_cts   user_clk_swtch_done       0.34  user_clk_swch_p                      0
-- worst max-delay path: stages --
cell             delay (ns)
clkdlybuf4s50_1        0.57
or3_4                  0.52
or2_2                  0.32
buf_4                  0.30
nor2b_2                0.61
a221o_1                0.31
clkdlybuf4s50_1        0.50
-- repair_timing --
action,4_1_cts,5_1_grt
setup buffers,0,0
setup endpoints to repair,0,0
hold endpoints to repair,1,0
hold buffers,1,0
-- routing by layer --
metal,GRT usage (%),wire [microns]
met4,2.62,2260
met5,0,68
met3,8.38,14600
met2,18.3,41400
met1,15.0,34600
Power and IR drop assume default switching activity.
